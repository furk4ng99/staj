<file path="/design/flow/design.v">
module bolme(
	input clk,
	input signed [7:0] 		bolunen, 
	input signed [7:0] 		bolen, 
	output signed [15:0] 	kalan, 
	output signed [15:0] 	bolum	
    );
	reg signed [15:0] bolen_ = 0;
	reg signed [15:0] kalan_ = 0;
	reg signed [15:0] bolum_ = 0;  
	reg [2:0] durum          = 3'b001; 
	reg [3:0] i              = 0;
	localparam POS_POS   =  3'b000;
	localparam POS_NEG   =  3'b010;
	localparam NEG_POS   =  3'b100;
	localparam NEG_NEG 	 =  3'b110;
	localparam DURUM_  	 =  3'b001;
	localparam ISLEM 	 =	3'b111;
	localparam FINISH    = 	3'b011;
	always @(posedge clk) begin
		case(durum)
			POS_POS: begin
				kalan_[7:0] 	= bolunen;
				bolen_[15:8] 	= bolen;
				durum 			<= 3'b111;
			end
			POS_NEG: begin
				kalan_[7:0] 	= bolunen;
				bolen_[15:8] 	= ~bolen + 1'b1;
				durum 			<= 3'b111;
			end
			NEG_POS: begin 
				bolen_[15:8] 	=  bolen;   
				kalan_[7:0] 	= ~bolunen  + 1'b1;	
				durum 			<= 3'b111;
			end
			NEG_NEG: begin
				bolen_[15:8] 	= (~bolen) + 1'b1;
				kalan_[7:0] 	= (~bolunen) + 1'b1;	
				durum 			<= 3'b111;
			end
			ISLEM: begin
				if (i < 9) begin
					kalan_ = kalan_ - bolen_;
					if (kalan_ < 0) begin
						kalan_ 		= kalan_ + bolen_;
						bolum_ 		= bolum_ << 1;
						bolum_[4] 	= 1'b0;
						bolen_		= bolen_ >> 1;
						i 			= i + 1;
						durum 		<= 3'b111;
					end
					else begin
						bolum_ 		= bolum_ << 1;
						bolum_[4] 	= 1'b1;
						bolen_		= bolen_ >> 1;
						i 			= i + 1;
						durum 		<= 3'b111;
					end					
				end
				else if (i == 9) begin
					if (bolunen[7] == 0 && bolen[7] == 0) begin  
					end
					else begin
						if (bolen[7] == 1 && bolunen[7] == 0) begin  
							bolum_ = ~bolum_ + 1'b1;
							durum <= FINISH;
						end
						else if (bolen[7] == 0 && bolunen[7] == 1) begin  
							bolum_ 	= bolum_ + 8'b00010000;	
							bolum_ 	= ~bolum_ + 8'b00000001;
							kalan_ 	= bolen - kalan_;
							durum 	<= FINISH;
						end
						else if (bolen[7] == 1 && bolunen[7] == 1) begin  
							bolum_ 			= bolum_ + 8'b00010000;
							kalan_ 			= (~(bolen) + 8'b00000001) - kalan_;
							kalan_[15:8] 	= 1'b0;  
							durum 			<= FINISH;
						end
					end
				end
			end
			DURUM_: begin
				durum = {bolunen[7], bolen[7], 1'b0};
			end
			FINISH: begin
			end
		endcase
	end
	assign bolum = bolum_;
	assign kalan = kalan_;
endmodule
</file>
<file path="/design/flow/run.sh">
#!/bin/bash
# OpenROAD 26Q1-2900-gdf79404cd8, Yosys 0.63+post, stock flow scripts
make -C /OpenROAD-flow-scripts/flow DESIGN_CONFIG=/design/flow/config.mk WORK_HOME=/design/flow/orfs finish
</file>
<file path="/design/flow/config.mk">
export PLATFORM = sky130hd
export DESIGN_NAME = bolme
export DESIGN_NICKNAME = bolme
export VERILOG_FILES = /design/flow/design.v
export SDC_FILE = /design/flow/constraint.sdc
export NUM_CORES = 4
export LEC_CHECK = 1
export CORE_UTILIZATION = 30
</file>
<file path="/design/flow/constraint.sdc">
current_design bolme

set clk_period 8.1
set clk_io_pct 0.2

create_clock -name clk0 -period $clk_period [get_ports {clk}]

set non_clock_inputs [all_inputs -no_clocks]
set_input_delay [expr $clk_period * $clk_io_pct] -clock clk0 $non_clock_inputs
set_output_delay [expr $clk_period * $clk_io_pct] -clock clk0 [all_outputs]
</file>
==> flow_summary.ini <==
; generated from flow reports
[drt]
via_count = 5276
wl_per_cell_um = 15.6
totalWireLength_mm = 16.0
antennaDiodeCount = 0
dr.pass1.iters = 5
drt_first_iter_violations = 239
viasPerCell = 5.12
drtAntennaViolNets = 0
drc = 0

[grt]
antenna_found_initial = 0
grt_max_degree = 33
grtUsageTotal_pct = 15.8
grt_pass1_wl_mm = 26.4
grt_overflow = 0
grt_pass1_vias = 4932

[worst_setup_path]
cp_num_buf_inv = 1
worstPathMaxFanout = 5
worstSetupPathType = reg2reg
crit_slowest_cell = fa_1
end_kind = flip-flop
startpoint_type = flip-flop
crit_path_cell_trace = inv_1 -> ha_1 -> fa_1 -> nor2b_1 -> o31a_1 -> o21ai_0 -> nor2b_1 -> xnor2_1 -> ha_1 -> a2111o_1 -> o21bai_1 -> a221oi_2 -> a21oi_1 -> a21o_1 -> a21oi_1 -> xnor2_1 -> o32ai_2
worst_ep_required_time_ns = 8.15
cpPeakStageDelay_ns = 0.48
path_delay_family = AND-OR/OR-AND gates
crit_arrival_ns = 4.57

[min_path]
holdCritPathClass = reg2reg

[logic_synthesis]
top_area_cell = edfxtp_1
synthMostInstantiatedCell = ha_1
yosysUniqueCellTypes = 73
syn-cell-area_mm2 = 0.00616
numSynthFlops = 54
synth_cells = 728
topCellsByArea = edfxtp_1 26%, ha_1 14%, xnor2_1 5.7%
synth_seq_share_pct = 26.3
synth_area_per_cell_um2 = 8.46
ys_async_sr_fraction_pct = 0
edf_count = 54
ys_cells = 728
ys_chip_area_mm2 = 0.00616
ys_warn_count = 1
top_area_share_pct = 26.3
synthFlopType = edfxtp_1
yosys-top-cells-count = 69 x ha_1, 64 x a21oi_1, 64 x inv_1, 59 x nor2_1, 54 x edfxtp_1

[sta]
max_freq_mhz = 221
grt_setup_unrepaired = no
finalMaxSlewViolations = 0
period_used_pct = 55.8
finalSetupViolCount = 0
finalClockSkew_ns = 0.00703
tns_ns = 0
worstMarginPinSlew_ns = 0.872
maxSlewHeadroom_pct = 41.8
hold_slack_ns = 0.510
period_minus_slack_ns = 4.52
hold_violations = 0

[final_layout]
final_cells = 1030
drive_gt1_share_pct = 4.87
syn_to_final_growth_pct = 14.6
design_area_mm2 = 0.00706
final_util_pct = 35.0

[floorplanning]
num_io_pins = 49
die_x_um = 145
dieArea_mm2 = 0.0211
die_h_um = 145
coreArea_mm2 = 0.0202
fp_util_pct = 30.5
rows = 52

[place]
dp_hpwl_mm = 12.3
portBuffers = 47
globalplace.congestion = 0.906
placed_cell_area_mm2 = 0.00690
numPlacedInstances = 1023

[clock_tree]
cts_buffers = 5
clk_latency_ns = 0.31
cts_sinks = 54
cts_hold_buf = 0
clk_pin_slew_ns = 0.08
root_buffer = clkbuf_16
post-cts-setup-buffers = 0
htreeDepth = 2
cts_resized = 0
clk_path_buf_depth = 2
cts_tree = built

[power]
vdd_drop_max_mv = 0.0765
pwr-share-clk_pct = 39.3
powerDensity_mw_per_mm2 = 89.9
net-switching-power_uw = 152
internal_power_uw = 483
seq_power_share_pct = 47.8
p_leak_uw = 0.00280
p_sw_share_pct = 23.9
power_frac_comb_pct = 12.9

[outcome]
status = completed

[job]
warnings = 40
drv_cap = 0
[kinds of logic (layout without fill, tap and decap cells)]
group	Yosys count	in the layout	synth area share [%]
AOI/OAI and AO/OA	217	217	23.4
and+or+nand+nor	206	206	16.9
buffers and inverters	95	127	6.05
adders and majority gates	73	73	15.3
xor gates and xnor gates	72	72	10.2
DFF	54	54	26.3
muxes	10	10	1.67
other	1	1	0.0609
[registers in the layout (all words and copies together), names as in the netlist]
register  count
kalan_       16
bolum_       15
i             4
bolen_       16
durum         3
[worst paths after layout]
check / start / endpoint / slack (ns) / depth (start not counted)
worst max register to register: kalan_[0]$_DFFE_PP_ / kalan_[15]$_DFFE_PP_ / 3.58 / 17
worst min register to register: bolen_[6]$_DFFE_PP_ / bolen_[5]$_DFFE_PP_ / 0.51 / 0
worst min-delay path: bolen_[6]$_DFFE_PP_ / bolen_[5]$_DFFE_PP_ / 0.51 / 0
worst max-delay path: kalan_[0]$_DFFE_PP_ / kalan_[15]$_DFFE_PP_ / 3.58 / 17
[worst reg2reg max path, cell delays in order (launching register included)]
cell and delay, ns:
edfxtp_1 0.42, inv_1 0.08, ha_1 0.26, fa_1 0.48, nor2b_1 0.20, o31a_1 0.23, o21ai_0 0.10, nor2b_1 0.16
xnor2_1 0.20, ha_1 0.32, a2111o_1 0.40, o21bai_1 0.26, a221oi_2 0.36, a21oi_1 0.15, a21o_1 0.20, a21oi_1 0.16
xnor2_1 0.18, o32ai_2 0.10
[layout by cell type (no fill, tap or decap), types with 4 or more instances in the layout]
master           instances
nand2b_1                13
nor3b_1                  4
nor2_1                  59
buf_4                    8
or3_1                    8
clkdlybuf4s50_1         47
o21ai_0                 41
ha_1                    69
nor2b_1                  6
xnor2_1                 40
and3_1                   6
nand3_1                 23
nand4_1                  6
xor2_1                  32
mux2i_1                  8
a22oi_1                  5
a221o_1                  6
a21o_1                  18
a211oi_1                12
o211ai_1                 4
o21bai_1                 5
clkbuf_16                5
fa_1                     4
nor3_1                  18
a21oi_1                 64
inv_1                   64
a31oi_1                  7
edfxtp_1                54
o21ai_1                  5
nand2_1                 39
o31ai_1                  4
o221ai_1                 4
o22ai_1                 10
nand3b_1                 5
[power groups by stage]
stage	logic, uW	clock network [uW]	registers (uW)
CTS	82.0	255	304
global route	91.9	265	303
finish	82.0	250	304
[area by class of cell]
| class | count | area, um^2 |
|---|---|---|
| Clock buffer | 5 | 125 |
| Tap cell | 270 | 338 |
| Fill cell | 2086 | 13100 |
| Timing Repair Buffer | 55 | 531 |
| Sequential cell | 54 | 1620 |
| Inverter | 65 | 244 |
| Clock inverter | 2 | 33.8 |
| Multi-Input combinational cell | 579 | 4170 |
[per-stage QoR]
step | setup slack, ns | power (uW)
3_5_place_dp | 3.50 | 391
2_1_floorplan | 4.23 | 365
5_1_grt | 3.38 | 660
4_1_cts | 3.63 | 641
3_3_place_gp | 3.48 | 391
6_report | 3.58 | 635
[routing by layer]
metal	vias up	track usage (%)	wire, um
met1	2445	25.7	8180
met4	0	1.53	171
li1	2722	-	-
met2	98	24.0	7090
met5	-	0	0
met3	11	1.61	591
Power figures rest on the tool's default switching activity, not on a simulated workload.
