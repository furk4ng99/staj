File: flow/design.v
`timescale 1ns / 1ps
	module floating_carpma #(
	parameter N_BIT 		= 64,  
	parameter EXPONENT 		= 11,   
	parameter DURUM 		= 128,  
	parameter FRACTION      = 52,  
	parameter DURUM_UST_BIT = 105,  
	parameter BIAS 			= 1023  
	)
    (																							
	input 		clk,	
	input 		[N_BIT-1:0] carpan, 	  
	input 		[N_BIT-1:0] carpilan,	  
	output 		[N_BIT-1:0] sonuc 		 
    );																								
	wire [FRACTION:0] deger1 = {1'b1, carpan[FRACTION-1:0]};
	wire [FRACTION:0] deger2 = {1'b1, carpilan[FRACTION-1:0]};
	reg 		[DURUM-1:0] durum = 64'bx; 		 
	reg 		[N_BIT-1:0] sonuc_; 		 
	reg signed  [EXPONENT-1:0] carpan_us; 	 
	reg signed  [EXPONENT-1:0] carpilan_us;  
	reg signed  [EXPONENT-1:0] toplam_us;	 
	reg signed  [EXPONENT:0] toplam_us2; 	 
	wire 	    [DURUM_UST_BIT:0] carpim_fraction;  
    fixed_carpma uut1 (
     .carpilan(deger1),
     .carpan(deger2),
     .clk(clk),
     .sonuc2(carpim_fraction)  
    );																						 
	localparam DURUM_KONTROL 	= 64'bx;  
	localparam SIFIR_SIFIR	 	= {1'bz, {EXPONENT{1'd0}}, {FRACTION{1'd0}}, 1'bz, {EXPONENT{1'd0}}, {FRACTION{1'd0}}};  
	localparam SONSUZ_SIFIR  	= {1'bz, {EXPONENT{1'd1}}, {FRACTION{1'd0}}, 1'bz, {EXPONENT{1'd0}}, {FRACTION{1'd0}}};  
	localparam SIFIR_SONSUZ 	= {1'bz, {EXPONENT{1'd0}}, {FRACTION{1'd0}}, 1'bz, {EXPONENT{1'd1}}, {FRACTION{1'd0}}};
	localparam SONSUZ_SONSUZ  	= {1'bz, {EXPONENT{1'd1}}, {FRACTION{1'd0}}, 1'bz, {EXPONENT{1'd1}}, {FRACTION{1'd0}}};	
	always @(posedge clk) begin
		case (durum)
			DURUM_KONTROL: begin
				durum = {1'bz, carpan[N_BIT-2:0], 1'bz, carpilan[N_BIT-2:0]};  
			end
			SIFIR_SIFIR: begin
				sonuc_ = {N_BIT{1'b0}};
			end
			SONSUZ_SIFIR: begin
				sonuc_ = {1'bz, {EXPONENT{1'b1}}, {FRACTION{1'b1}}};
			end
			SIFIR_SONSUZ: begin
				sonuc_ = {1'bz, {EXPONENT{1'b1}}, {FRACTION{1'b1}}};
			end
			SONSUZ_SONSUZ:begin 
				if (carpan[N_BIT-1] ^ carpilan[N_BIT-1] == 1) begin  
					sonuc_ = {1'b1, {EXPONENT{1'b1}}, {FRACTION{1'b0}}};
				end
				else begin
					sonuc_ = {1'b0, {EXPONENT{1'b1}}, {FRACTION{1'b0}}};
				end
			end
			default: begin
				if (durum[DURUM-2:DURUM-1-EXPONENT] == {EXPONENT{1'b1}} && durum[DURUM-2-EXPONENT:N_BIT] == {FRACTION{1'b0}} && durum[N_BIT-2:FRACTION] != {EXPONENT{1'b1}}) begin  
					if (carpan[N_BIT-1] ^ carpilan[N_BIT-1] == 1) begin
						sonuc_ = {1'b1, {EXPONENT{1'b1}}, {FRACTION{1'b0}}};
					end
					else begin
						sonuc_ = {1'b0, {EXPONENT{1'b1}}, {FRACTION{1'b0}}};
					end
				end 
				else if (durum[N_BIT-2:FRACTION] == {EXPONENT{1'd1}} && durum[FRACTION-1:0] == {FRACTION{1'd0}} && durum[DURUM-2:DURUM-1-EXPONENT] != {EXPONENT{1'd1}})  begin  
					if (carpan[N_BIT-1] ^ carpilan[N_BIT-1] == 1) begin
						sonuc_ = {1'b1, {EXPONENT{1'b1}}, {FRACTION{1'b0}}};
					end
					else begin
						sonuc_ = {1'b0, {EXPONENT{1'b1}}, {FRACTION{1'b0}}};
					end
				end
				else if ( durum[DURUM-2:N_BIT] == {(N_BIT-1){1'b0}} && durum[N_BIT-2:FRACTION] != {EXPONENT{1'b1}}) begin  
					sonuc_ = {N_BIT{1'b0}};
				end
				else if (durum[N_BIT-2:0] == {(N_BIT-1){1'b0}} && durum[DURUM-2:DURUM-1-EXPONENT] != {EXPONENT{1'b1}}) begin  
					sonuc_ = {N_BIT{1'b0}};
				end
				else if (durum[DURUM-2:DURUM-1-EXPONENT] == {EXPONENT{1'd1}} && durum[DURUM-2-EXPONENT:N_BIT] != {FRACTION{1'd0}} || durum[N_BIT-2:FRACTION] == {EXPONENT{1'd1}} && durum[FRACTION-1:0] != {FRACTION{1'd0}}) begin  
					sonuc_ = {1'b0, {EXPONENT{1'b1}}, {FRACTION{1'b1}}};
				end
				else begin  
					carpan_us 					= carpan[N_BIT-2:FRACTION] - BIAS;   
					carpilan_us 				= carpilan[N_BIT-2:FRACTION] - BIAS;  
					toplam_us  					= carpan_us + carpilan_us + carpim_fraction[DURUM_UST_BIT];  
					toplam_us2 					= toplam_us + BIAS; 
					if (carpan[N_BIT-1] ^ carpilan[N_BIT-1] == 1) begin
						if (carpim_fraction[DURUM_UST_BIT] == 0) begin  
							sonuc_ = {1'b1, toplam_us2[EXPONENT-1:0], carpim_fraction[DURUM_UST_BIT-2:FRACTION]};  
						end
						else begin
							sonuc_ = {1'b1, toplam_us2[EXPONENT-1:0], carpim_fraction[DURUM_UST_BIT-1:FRACTION+1]};
						end
					end
					else begin
						if (carpim_fraction[DURUM_UST_BIT] == 0) begin
							sonuc_ = {1'b0, toplam_us2[EXPONENT-1:0], carpim_fraction[DURUM_UST_BIT-2:FRACTION]};
						end
						else begin
							sonuc_ = {1'b0, toplam_us2[EXPONENT-1:0], carpim_fraction[DURUM_UST_BIT-1:FRACTION+1]};
						end
					end
				end
			end
		endcase
	end
	assign sonuc = sonuc_;
endmodule
`timescale 1ns / 1ps
module fixed_carpma #(
	parameter FRACTION      = 52,  
	parameter DURUM_UST_BIT = 105  
	)
	(
	input [FRACTION:0] carpilan,
	input [FRACTION:0] carpan,
	input clk,
	output [DURUM_UST_BIT:0] sonuc2  
	);
	reg [7:0] durum 	= 0;
	reg [DURUM_UST_BIT:0] sonuc1 	= 0;
	reg [DURUM_UST_BIT:0] sonuc	= 0;
	integer  i = 0;  
always @(posedge clk) begin 
    case(durum)
        0:begin
			if (carpan[i] == 0) begin  
				i 	  = i + 1;
				durum <= 0;
			end
			else begin  
				sonuc1		 		= carpilan;   
				durum 				<= 2;  
			end
        end
        2:begin  
				sonuc1 				= sonuc1 << i;
				durum				<=	3;
		end 
		3: begin
			sonuc 				= sonuc1 + sonuc;
			durum <= 4;
		end
        4:begin
            if (i == FRACTION) begin
			end
			else begin
				i = i + 1;
				durum <= 0;
			end
         end
    endcase 
    end
   assign sonuc2 = sonuc;
endmodule 
File: flow/run.sh
#!/bin/bash
# OpenROAD 26Q1-2900-gdf79404cd8, Yosys 0.63+post, stock flow scripts
make -C /OpenROAD-flow-scripts/flow DESIGN_CONFIG=/design/flow/config.mk WORK_HOME=/design/flow/orfs finish
File: flow/config.mk
export PLATFORM = sky130hd
export DESIGN_NAME = floating_carpma
export DESIGN_NICKNAME = floating_carpma
export VERILOG_FILES = /design/flow/design.v
export SDC_FILE = /design/flow/constraint.sdc
export NUM_CORES = 4
export LEC_CHECK = 1
export CORE_UTILIZATION = 50
File: flow/constraint.sdc
current_design floating_carpma

set clk_period 18.7
set clk_io_pct 0.2

create_clock -name clk0 -period $clk_period [get_ports {clk}]

set non_clock_inputs [all_inputs -no_clocks]
set_input_delay [expr $clk_period * $clk_io_pct] -clock clk0 $non_clock_inputs
set_output_delay [expr $clk_period * $clk_io_pct] -clock clk0 [all_outputs]
==> impl_metrics.toml <==
# synthesis and place-and-route metrics
[outcome]
status = "finished clean"

[grt]
grt_pass1_vias = 25000
grt_first_pass_wirelength_um = 154000
antenna_found_initial = 7
grt_max_degree = 132
grt_use_total = 0.349
grt_overflow = 0

[timing]
fin_skew_ns = 0.0237
max_freq_mhz = 150
relSlewSlack = 0.389
final.min_clock_period_ns = 6.65
slew_viol_final = 0
fin_tns_setup_ns = 0
min_period_over_period = 0.356
finalSetupViolCount = 0
rsz0062_at_grt = "no"
hold_viol_final = 0
tightest_slew_ns = 0.891

[power]
combPwrFrac = 0.555
p_seq_frac = 0.289
ir_drop_mv = 0.121
power_density_nw_per_um2 = 180
p_leak_nw = 12.9
power.total_mw = 6.31
p_int_mw = 3.53
clkPwrFrac = 0.156
p_sw_mw = 2.79
sw_frac_of_total = 0.442

[final_layout]
drive_above_1_share = 0.0940
synthToLayoutAreaGrowth_pct = 13.7
fin_area_um2 = 35100

[placed_design]
post_dp_cell_area_um2 = 33400
dpl.hpwl_um = 78300
portBuffers = 192
gp_congestion = 1.04

[yosys]
async_flop_share = 0
ys_ff = 438
ys_area_um2 = 30800
synth_cell_type_count = 84
syn_inst = 3122
synthFlopType = "edfxtp_1"
seq_area_frac_synth = 0.426
yosysWarningCount = 14
synthDominantCellAreaShare = 0.426
syn_area_per_cell_um2 = 9.88
syn_area_um2 = 30800
yosys-top-cells-area = "edfxtp_1 (43%), mux2i_1 (6.3%), a21oi_1 (5.4%), ha_1 (5.2%), nand2_1 (4.4%)"
edf_count = 438
yosys.area.top_type = "edfxtp_1"
ys_cells = 3122

[clocking]
cts_buffers = 51
root_buffer = "clkbuf_16"
cts_tree = "done"
clock_latency_ns = 0.62
ctsResizeCount = 0
htree_levels = 2
cts_setup_buffers = 0
path_clk_slew_ns = 0.06
cts.sinks = 438
hold_buffers = 0
clockBufferDepth = 3

[worst_setup_path]
arrival_ns = 6.91
endpoint_kind = "register"
crit_path_max_fanout = 58
path_cells = "clkdlybuf4s50_1 > mux4_2 > mux4_2 > mux4_2 > a21oi_1 > nor3_2 > buf_4 > buf_4"
crit_path_top_delay_cell = "mux4_2"
cp_data_required_time_ns = 18.96
crit_path_start_kind = "input port"
critPathMaxStageDelay_ns = 0.54
critical_path_class = "in2reg"
crit_top_cell = "mux4_2"

[floorplan]
fp-utilization = 0.508
io_pins = 193
die_y_um = 250
die-area_um2 = 62700
dieWidth_um = 250
core_area_um2 = 60700
rows = 90

[routing]
route.vias.total = 25800
drcViolationCount = 0
routed_wl_um = 102000
wl_per_cell_um = 25.4
first_pass_iters = 6
drt_iter0_drc = 2425
ant_nets = 0
vias_per_cell = 6.39

[flow_run]
warnings = 35
maxCapViolations = 0

[min_path]
hp-class = "reg2reg"
[metal layers]
layer	vias to the layer above	track usage	part of all wire
met5	-	0.000772	0.00097
met4	12	0.112	0.039
met3	203	0.137	0.11
met2	1217	0.485	0.43
met1	12300	0.530	0.42
li1	12000	-	-
[placed cells by master (no fill, tap or decap), drive strengths merged, types with 24 or more instances in the layout]
master	n
and3	28
mux4	50
a21o	51
nand4	50
o21ai	204
nor2	222
clkinv	24
nor2b	34
buf	53
clkbuf	60
a22oi	24
mux2i	195
edfxtp	438
a22o	33
nand2	362
a21oi	332
o21bai	31
nor4	50
mux2	80
clkdlybuf4s50	192
nand3	53
xor2	38
a211oi	70
inv	65
nor3	57
xnor2	104
ha	127
a31oi	27
[worst max-delay path, delay by kind of cell]
kind | cells | cell delay, ns
buf+inv | 3 | 1.27
compound gates | 1 | 0.25
simple gates | 1 | 0.06
mux | 3 | 1.54
[power by group through the flow]
stage / registers [mW] / clock network, mW / logic [mW]
4_1_cts: 1.82 / 1.01 / 3.45
5_1_grt: 1.85 / 1.05 / 3.82
6_report: 1.82 / 0.988 / 3.50
[metrics by stage]
stage	setup slack, ns	utilization	hold slack [ns]	std cells
2_1_floorplan	6.36	-	0.526	3122
6_report	12.05	0.578	0.554	4029
5_1_grt	11.88	0.578	0.606	4028
4_1_cts	12.08	0.578	0.558	4028
3_5_place_dp	11.47	0.551	0.544	3935
3_3_place_gp	11.49	0.551	0.536	3935
[synthesized netlist by cell type, types with 50 or more instances]
library cell / number
nor3_1: 57
o21ai_0: 201
a21o_1: 51
mux4_2: 50
clkbuf_1: 150
ha_1: 127
inv_1: 61
a211oi_1: 68
mux2i_1: 195
edfxtp_1: 438
nand2_1: 361
xnor2_1: 104
a21oi_1: 331
mux2_2: 80
nand3_1: 53
nor2_1: 222
[logic make-up (layout without fill, tap and decap cells)]
group,Yosys count,after routing,synth area share
compound gates,897,897,0.182
mux,325,325,0.129
buf+inv,279,403,0.0351
flops,438,438,0.426
xor+xnor,142,142,0.0403
other cells,1,2,0.000122
simple gates,911,911,0.135
fa+ha+maj,129,129,0.0528
[final timing paths]
path,from,to,slack [ns],depth (start not counted)
setup / recovery,carpilan[46],uut1.sonuc1[2]$_DFFE_PP_,12.05,8
hold / removal,uut1.sonuc[0]$_DFFE_PP_,uut1.sonuc[0]$_DFFE_PP_,0.55,1
setup reg to reg,uut1.sonuc1[51]$_DFFE_PP_,uut1.sonuc[105]$_DFFE_PP_,13.59,11
hold reg to reg,uut1.sonuc[0]$_DFFE_PP_,uut1.sonuc[0]$_DFFE_PP_,0.55,1
[state kept, by name, summed over array words and instances, names as in the netlist]
register and cells:
durum 127, uut1.sonuc1 106, uut1.sonuc 106, sonuc_ 64, uut1.i 32, uut1.durum 3
[area by class of cell]
class                   count  area [um^2]
diodes                      1         2.50
clock buffers              60         1330
inverters                  65          244
flip-flops and latches    438        13200
well taps                 782          978
clock inverters            33          310
multi-input cells        2405        16700
repair buffers            245         2370
fillers                  5047        25600
