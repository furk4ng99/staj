$ cat ./run.sh
#!/bin/bash
# OpenROAD 26Q1-2900-gdf79404cd8, Yosys 0.63+post, stock flow scripts
make -C /OpenROAD-flow-scripts/flow DESIGN_CONFIG=/design/flow/config.mk WORK_HOME=/design/flow/orfs finish
$ cat ./config.mk
export PLATFORM = sky130hd
export DESIGN_NAME = multx
export DESIGN_NICKNAME = multx
export VERILOG_FILES = /design/flow/design.v
export SDC_FILE = /design/flow/constraint.sdc
export NUM_CORES = 4
export LEC_CHECK = 1
export CORE_UTILIZATION = 30
$ cat ./constraint.sdc
current_design multx

set clk_period 10.9
set clk_io_pct 0.2

create_clock -name clk0 -period $clk_period [get_ports {clk}]

set non_clock_inputs [all_inputs -no_clocks]
set_input_delay [expr $clk_period * $clk_io_pct] -clock clk0 $non_clock_inputs
set_output_delay [expr $clk_period * $clk_io_pct] -clock clk0 [all_outputs]
$ cat ./design.v
`timescale 1ns / 1ps
module multx(
	input signed  [7:0] carpilan,
	input signed  [7:0] carpan,
	input clk,
	output [15:0] sonuc2  
	);
	reg [7:0] durum = 0;
	reg [15:0] sonuc1;
	reg [15:0] sonuc = 0;
	integer  i = 0;  
	integer  k = 0;
always @(posedge clk) begin  
    case(durum)
        0:begin
			if (carpan[i]==0) begin  
				durum<=1;
			end
			else begin  
				sonuc1 = carpilan;
				durum <= 2;  
			end
		end
        1:begin  
            if (i == 7) begin  
            end
            else begin  
                 i = i + 1;
                 durum <= 0;
            end
        end
        2:begin  
			if (i == 7) begin  
				sonuc1 = ~sonuc1 + 1'b1;  
				durum <= 4;
			end
            else begin  
				k = i+7;  
				sonuc1 = sonuc1 << i;
				durum<=3;
            end
		end 
        3:begin  
            if (k == 15) begin
				i = i + 1;
				sonuc = sonuc1 + sonuc;
				durum <= 0;
            end
            else begin
				sonuc1[k+1] = sonuc1[k];
				k = k+1;
				durum <= 3;
          end
        end 
        4:begin
                sonuc1 = sonuc1 << i;
                durum <= 5;
        end 
        5:begin
				sonuc1[15] = sonuc1[14];
				sonuc = sonuc1 + sonuc;
				durum <= 6;
        end  
		6:begin
		end	
    endcase 
    end
   assign sonuc2 = sonuc;
endmodule 
==> impl_metrics.tcl <==
# implementation run metrics
set metrics [dict create \
    status "finished clean" \
    drt_iter0_markers 838 \
    cts_tree "built" \
    endpoint_kind "flop" \
    hold_viol_final 0 \
    dieWidth_um 180 \
    synth.distinct_cells 77 \
    synthArstFlopShare_pct 0 \
    rsz0062_at_grt "false" \
    dp.cells 1516 \
    critPathKind "reg2reg" \
    root_buffer "clkbuf_16" \
    holdPathEnd "sonuc[0]" \
    drt-total-wl_um 27800 \
    setup_viol 0 \
    crit_path_start_kind "flop" \
    areaGrowthSynthToFinish_pct 9.43 \
    slew_headroom_pct 41.2 \
    placed_cell_area_um2 10100 \
    min_delay_path_depth 1 \
    drt-vias-per-instance 5.61 \
    gp_congestion 0.965 \
    slew_violations 0 \
    fin_crit_ns 5.81 \
    drt-wirelength-per-cell_um 18.1 \
    hp-class "reg2reg" \
    crit_fanout 19 \
    yosys-stat-cells 1159 \
    grt_pass1_vias 7873 \
    cap_violations 0 \
    antenna_left 0 \
    core_um2 30800 \
    grt_pass1_wl_um 44200 \
    chip_area_um2 32300 \
    cts_setup_buffers 0 \
    drcViolationCount 0 \
    num-fill-cells 3148 \
    yosys_warnings 1 \
    p_leak_nw 3.56 \
    grt_max_degree 47 \
    io_buffers 32 \
    clock-sinks 99 \
    fp_util_pct 30.7 \
    p_per_area_nw_per_um2 71.9 \
    rows 64 \
    layout-drive-gt1-share_pct 7.04 \
    ir_worst_vdd_v 0.0000543 \
    dieHeight_um 180 \
    clkTransAtPathRegs_ns 0.07 \
    worst_pin_slew_ns 0.876 \
    regArea_um2 2970 \
    syn-cell-area_um2 9470 \
    fin_worst_skew_ns 0.00819 \
    clock_path_buffers 2 \
    finalClockPeriodUsage_pct 53.3 \
    rr_worst_depth 12 \
    diodes 0 \
    timing.fmax_ghz 0.172 \
    post_cts_resized 0 \
    ys_seq_share_pct 31.4 \
    warnings 26 \
    cts_max_level 3 \
    cts-buffers-inserted 9 \
    worstPathArrival_ns 5.91 \
    vias 8597 \
    io_pins 33 \
    post-route-util_pct 33.6 \
    dr.pass1.iters 5 \
    timing.rr.start "k[0]" \
    rrSetupSlack_ns 5.09 \
    timing.rr.end "sonuc1[7]" \
    logic_area_um2 6060 \
    dpl.hpwl_um 20900 \
    antenna_found_initial 0 \
    insertion_delay_ns 0.35 \
    edf_count 99 \
    grt_overflow 0 \
    final_cells 1532 \
    ys.flop_type "edfxtp_1" \
    synthCells 1159 \
    cts_hold_buf 0 \
    min_from "sonuc[0]" \
    crit_required_ns 11.00 \
    yosys_area_um2 9470 \
    setup_tns_ns 0 \
    grtUsageTotal_pct 17.6 \
    syn_avg_cell_area_um2 8.17 \
    fin_area_um2 10400 \
    ys.flops 99 \
]
## logic make-up after synthesis
group           synth area share, %
compound gates                 16.6
xor+xnor                       11.4
fa+ha+maj                      2.72
buf+inv                        4.86
flops                          31.4
mux                            5.39
simple gates                   27.6
## worst max-delay path, cell delays in order (launching register included)
cell and delay, ns:
edfxtp_1 0.76, ha_1 0.44, nand3_1 0.27, or4_1 0.67, mux2i_1 0.18, o32ai_1 0.52, nand4_1 0.34, or4b_4 0.58
xor2_1 0.16, nor3_2 0.27, nand4bb_1 0.42, or2_0 0.52, a311o_1 0.42
## worst max path at each step
stage | startpoint | end
5_1_grt | k[0] | sonuc1[7]
6_report | k[0] | sonuc1[7]
4_1_cts | k[0] | sonuc1[7]
## report_power, final
| part | switching, mW | total (mW) | internal, mW |
|---|---|---|---|
| Sequential | 0 | 0.412 | 0.412 |
| Clock | 0.148 | 0.327 | 0.179 |
| Combinational | 0.00172 | 0.00740 | 0.00568 |
## metrics by stage
stage | setup slack (ns) | power [mW] | hold slack, ns
after floorplan | 6.44 | 0.421 | 0.526
after global placement | 5.41 | 0.428 | 0.612
after detailed placement | 5.22 | 0.428 | 0.612
after CTS | 5.22 | 0.754 | 0.635
after global routing | 4.79 | 0.770 | 0.638
final | 5.09 | 0.746 | 0.625
## cell type report
type / instances / area share [%]
clock buffers: 10 / 2.21
clock inverters: 6 / 0.628
inverters: 29 / 1.05
multi-input cells: 945 / 58.5
flip-flops and latches: 99 / 28.7
well taps: 396 / 4.78
repair buffers: 47 / 4.18
## layout by cell type (no fill, tap or decap), types with 19 or more instances in the layout
cell type	n
nor2_1	106
xnor2_1	77
nor4_1	25
clkdlybuf4s50_1	32
mux2i_1	24
nor3_1	50
inv_1	29
nand3_1	46
nand2_1	156
nand4_1	30
a21oi_1	48
or3_1	20
edfxtp_1	99
ha_1	19
xor2_1	46
o21ai_0	66
## flip-flops by register name (all words and copies together) (netlist names)
name    count
sonuc      16
i          32
sonuc1     16
k          32
durum       3
## routing by layer
layer,global-route usage (%),part of all wire (%),up-vias
met5,0,0,-
met4,2.52,1.7,0
met3,3.84,7.8,29
met2,25.8,43,332
met1,27.6,47,4017
li1,-,-,4219
## synthesized netlist by cell type (5+ instances only)
library cell    n  area (um2)
nor3_1         50         250
a22o_1          5        43.8
nand2_1       156         586
inv_1          29         109
or2_2          14        87.6
mux4_2          7         158
o21ai_0        66         330
nor2_1        106         398
or3_1          20         125
and3_1          7        43.8
clkbuf_1       63         236
a21o_1          6        45.0
nor4b_1         5        43.8
mux2i_1        24         240
xnor2_1        77         674
and2_1          9        56.3
a21oi_1        48         240
a211oi_1       15         113
xor2_1         46         403
buf_2          14        70.1
nand3_1        46         230
buf_1           7        26.3
ha_1           19         238
o211ai_1       12        90.1
nor4_1         25         156
a311oi_1        6        52.6
nand4_1        30         188
and4_1          6        52.6
o21a_1          7        52.6
nor3b_1         5        37.5
nor2b_1         5        31.3
a31oi_1        14        87.6
a21boi_0        5        37.5
nand3b_1        6        45.0
o22ai_1         6        37.5
mux2_2         10         113
edfxtp_1       99        2970
nand2b_1        7        43.8
Power and IR drop assume default switching activity.
